===== flow/config.mk =====
export PLATFORM = sky130hd
export DESIGN_NAME = FIFO
export DESIGN_NICKNAME = FIFO
export VERILOG_FILES = /design/flow/design.v
export SDC_FILE = /design/flow/constraint.sdc
export NUM_CORES = 4
export LEC_CHECK = 1
export CORE_UTILIZATION = 40

===== flow/constraint.sdc =====
current_design FIFO

set clk_period 5.7
set clk_io_pct 0.2

create_clock -name clk0 -period $clk_period [get_ports {clk}]

set non_clock_inputs [all_inputs -no_clocks]
set_input_delay [expr $clk_period * $clk_io_pct] -clock clk0 $non_clock_inputs
set_output_delay [expr $clk_period * $clk_io_pct] -clock clk0 [all_outputs]

===== flow/design.v =====
module FIFO (
  input clk, rst, 
  input [7:0] din,
  output reg [7:0] dout,
  output full, empty,
  input rd, wr);
  reg [3:0] wptr = 0, rptr = 0;
  reg [4:0] count;
  reg [7:0] mem [15:0];
  always@(posedge clk)
    begin
      if(rst) begin
        wptr <= 0;
        rptr <= 0;
        count <= 0;
      end
      else if(wr && !full) begin
        mem[wptr] <= din;
        wptr <= wptr+1;
        count <= count+1;
      end
      else if (rd && !empty) begin
        dout <= mem[rptr];
        rptr <= rptr+1;
        count <= count-1;
      end
    end
  assign full = (count == 16)?1'b1:1'b0;
  assign empty = (count == 0)?1'b1:1'b0;
endmodule
interface fifo;
  logic clk, rst;
  logic [7:0] din;
  logic [7:0] dout;
  logic full, empty;
  logic rd, wr;
endinterface

===== flow/run.sh =====
#!/bin/bash
# OpenROAD 26Q1-2900-gdf79404cd8, Yosys 0.63+post, stock flow scripts
make -C /OpenROAD-flow-scripts/flow DESIGN_CONFIG=/design/flow/config.mk WORK_HOME=/design/flow/orfs finish

==> results_dict.tcl <==
# implementation run metrics
set metrics [dict create \
    grt_pass1_vias 3268 \
    setup-tns-final_ns 0 \
    syn_area_per_cell_um2 16.9 \
    core-area_um2 14600 \
    clkTransAtPathRegs_ns 0.06 \
    ys_types 39 \
    drt_wl_total_um 11600 \
    ff_type "edfxtp_1" \
    numCtsBuffers 17 \
    routedWlPerCell_um 19.6 \
    hpwl_um 7300 \
    hp-class "reg -> reg" \
    die_x_um 125 \
    synth-async-reset-ratio 0 \
    clock_latency_ns 0.42 \
    layout_top_cells "136 x edfxtp_1, 33 x mux2i_1, 26 x nor2_1" \
    layout-drive-gt1-share 0.145 \
    status "completed" \
    r2r_slack_ns 2.77 \
    antenna_found_initial 0 \
    drt-initial-drc-count 255 \
    die_y_um 125 \
    vias 3200 \
    cts_buffer_depth 2 \
    cellPowerDensity_nw_per_um2 405 \
    maxSlewViolCount 0 \
    synth-edff-count 136 \
    ys.flops 149 \
    fin_crit_sh 0.640 \
    cts_root_buf "clkbuf_16" \
    slew_headroom 0.421 \
    finalCriticalPeriod_ns 3.65 \
    syn_area_um2 6060 \
    ys_cells 359 \
    yosys_warnings 1 \
    synth_cells 359 \
    p_leak_nw 2.26 \
    cts.repair.resized 0 \
    grt_pass1_wl_um 18300 \
    gp_congestion 0.881 \
    post_dp_cell_area_um2 6510 \
    grt_max_degree 34 \
    worst_clock_skew_ns 0.00806 \
    setup_viol 0 \
    first_pass_iters 7 \
    overflow 0 \
    n_antenna_cell 0 \
    ys_seq_frac 0.717 \
    worstPathMaxFanout 8 \
    ant_nets 0 \
    tightest_slew_ns 0.865 \
    max-cap-violations 0 \
    hold_violations 0 \
    fp_util 0.414 \
    lay_top_count "edfxtp_1" \
    warnings 28 \
    cts_sinks 149 \
    holdWs_ns 0.491 \
    dieArea_um2 15600 \
    timing.fmax_ghz 0.274 \
    drc 0 \
    crit_required_ns 6.03 \
    ys_area_um2 6060 \
    rows 44 \
    n_fill_cell 1219 \
    grt_usage 0.170 \
    rsz0062_at_grt "no" \
    holdBufCountCts 0 \
    ios 22 \
    irDropWorstVdd_mv 0.200 \
    io_buffer_count 21 \
    crit_path_start_kind "input port" \
    final_cell_area_um2 7000 \
    postCtsSetupBuffers 0 \
    critPathArrivalTime_ns 3.97 \
    via_per_inst 5.42 \
    endpoint_kind "flip-flop" \
    area_delta_synth_final_pct 15.5 \
    crit_type "in -> reg" \
    cts_tree "done" \
    h-tree-depth 4 \
]
cell type report:
type,count,area [um^2],share of cell area
clock buffer,24,452,0.0645
tap,184,230,0.0329
multi-input combinational,184,1610,0.229
timing repair buffer,33,300,0.0429
inverter,8,30.0,0.00429
clock inverter,8,35.0,0.00501
sequential,149,4350,0.621
cells in the mapped netlist, types with 2 or more instances:
cell type	instances	area [um^2]
edfxtp_1	136	4080
mux2i_1	33	330
nor2_1	26	97.6
a221oi_1	16	140
mux4_2	16	360
nand2_1	15	56.3
o21ai_0	14	70.1
dfxtp_1	13	260
a21oi_1	9	45.0
buf_2	9	45.0
clkbuf_1	9	33.8
a22oi_1	8	60.1
ha_1	8	100
inv_1	8	30.0
or3_1	4	25.0
nand3_1	3	15.0
xnor2_1	3	26.3
xor2_1	3	26.3
a211oi_1	2	15.0
a21o_1	2	15.0
and2_1	2	12.5
o2111ai_1	2	17.5
o211ai_2	2	25.0
per-layer routing:
layer / routed length, um / part of all wire / up-vias / GRT usage
met5: 0 / 0 / - / 0
li1: - / - / 1507 / -
met3: 769 / 0.067 / 11 / 0.0715
met4: 146 / 0.013 / 0 / 0.0194
met2: 5640 / 0.49 / 91 / 0.260
met1: 5000 / 0.43 / 1591 / 0.258
final timing paths:
kind,from,endpoint,cells past startpoint
min,rptr[1]$_SDFFE_PP0P_,rptr[1]$_SDFFE_PP0P_,2
min reg2reg,rptr[1]$_SDFFE_PP0P_,rptr[1]$_SDFFE_PP0P_,2
max reg2reg,count[0]$_SDFFE_PP0P_,count[4]$_SDFFE_PP0P_,8
max,wr,count[4]$_SDFFE_PP0P_,9
through the flow:
stage	cells	utilization	setup WS, ns	power, W
after floorplan	359	-	2.31	0.00176
after global placement	558	0.445	1.76	0.00192
after detailed placement	558	0.445	1.69	0.00193
after CTS	590	0.478	2.11	0.00286
after global routing	590	0.478	1.90	0.00297
final	590	0.478	2.05	0.00283
cells by family (layout without fill, tap and decap cells):
logic type / after synthesis / after routing / synth area share
xor+xnor: 6 / 6 / 0.00868
flops: 149 / 149 / 0.717
fa+ha+maj: 9 / 9 / 0.0198
buf+inv: 26 / 73 / 0.0180
compound gates: 63 / 63 / 0.0787
simple gates: 57 / 57 / 0.0438
mux: 49 / 49 / 0.114
sequential cells by signal, indices dropped and copies added, names as in the netlist:
name,cells
mem,128
dout,8
count,5
rptr,4
wptr,4
where the power goes:
| group | total (W) | switching (W) | internal, W | leakage, nW |
|---|---|---|---|---|
| Combinational | 0.000568 | 0.000280 | 0.000288 | 0.691 |
| Sequential | 0.00133 | 0.0000801 | 0.00125 | 1.33 |
| Clock | 0.000931 | 0.000386 | 0.000545 | 0.240 |
worst max-delay path, cell delays in order:
cell and delay [ns]:
clkdlybuf4s50_1 0.67, inv_1 0.13, a21oi_1 0.44, inv_1 0.20, fa_1 0.44, a21o_1 0.20
a2111o_1 0.43, o211a_1 0.13, a211oi_1 0.18
Power is estimated from default activity; no workload was simulated.
